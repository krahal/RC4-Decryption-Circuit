### flow/config.mk
export PLATFORM = sky130hd
export DESIGN_NAME = FSM2a
export DESIGN_NICKNAME = FSM2a
export VERILOG_FILES = /design/flow/design.v
export SDC_FILE = /design/flow/constraint.sdc
export NUM_CORES = 4
export LEC_CHECK = 1
export CORE_UTILIZATION = 30
### flow/constraint.sdc
current_design FSM2a

set clk_period 7.8
set clk_io_pct 0.2

create_clock -name clk0 -period $clk_period [get_ports {clk}]

set non_clock_inputs [all_inputs -no_clocks]
set_input_delay [expr $clk_period * $clk_io_pct] -clock clk0 $non_clock_inputs
set_output_delay [expr $clk_period * $clk_io_pct] -clock clk0 [all_outputs]
### flow/design.v
module FSM2a (
input logic clk,							 
input logic task2a_start,				 
input logic [23:0] SW,					
input logic [7:0] mem_data,			 
input logic master_reset,
output logic [7:0] address_out,		 
output logic [7:0] data_out,			 
output logic write_out,					 
output logic done							 
);
parameter [4:0] IDLE 		= 5'b00000; 	 
parameter [4:0] GET_SI	 	= 5'b00001;		 
parameter [4:0] WAIT1  	   = 5'b00010;		
parameter [4:0] WAIT2		= 5'b00011;	
parameter [4:0] CALC		   = 5'b00100;		 
parameter [4:0] GET_SJ		= 5'b00101;		 
parameter [4:0] WAIT3		= 5'b00110;
parameter [4:0] WAIT4		= 5'b00111;
parameter [4:0] SAVE_JS		= 5'b01000;		 
parameter [4:0] SWAP_JI		= 5'b01001;		 
parameter [4:0] WAIT5		= 5'b01010;
parameter [4:0] WAIT6		= 5'b01011;
parameter [4:0] WAITx		= 5'b10001;
parameter [4:0] SWAP_IJ		= 5'b01100; 	 
parameter [4:0] WAIT7		= 5'b01101;
parameter [4:0] WAIT8		= 5'b01110;
parameter [4:0] WAITy		= 5'b10010;
parameter [4:0] INC			= 5'b01111;		 
parameter [4:0] FINISH		= 5'b10000;
logic [2:0] key_mod;		 
logic [4:0] state;		 
logic [7:0] j_index;		 
logic [7:0] saved_si;	 
logic [7:0] saved_sj; 	 
logic [8:0] i_index; 	 
logic [23:0] scrt_key;	 
assign scrt_key = SW;
always_ff @(posedge clk)
	begin
	if (!task2a_start) begin
					state <= IDLE;
					i_index <= 9'b0_0000_0000;
					j_index <= 8'b0000_0000;
					address_out <= 8'b0000_0000;
					data_out <= 8'b0000_0000;
					write_out <= 1'b0;
					done <= 1'b0;
					end
	else
	 begin
	 case (state) 
	 IDLE:		begin
					state <= GET_SI;
					i_index <= 9'b0_0000_0000;
					j_index <= 8'b0000_0000;
					data_out <= 8'b0000_0000;
					address_out <= 8'b0000_0000;
					write_out <= 1'b0;
					done <= 1'b0;
					end
	 GET_SI:		if (i_index >= 9'b1_0000_0000) begin
					state <= FINISH;
					end 
					else begin
					state <= WAIT1;
					data_out <= 8'b0000_0000;
					address_out <= i_index[7:0];
					write_out <= 1'b0;
					done <= 1'b0;
					end
	 WAIT1:		state <= WAIT2;
	 WAIT2:		begin
					state <= CALC;
					key_mod <= (i_index[7:0])%3;
					end
	 CALC: 		begin
					if (key_mod == 0) begin
								j_index <= (j_index + mem_data + scrt_key[23:16]);
								state <= GET_SJ;
								saved_si <= mem_data;
								end
					else if (key_mod == 1) begin
								j_index <= (j_index + mem_data + scrt_key[15:8]);
								state <= GET_SJ;
								saved_si <= mem_data;
								end
					else begin
								j_index <= (j_index + mem_data + scrt_key[7:0]);
								state <= GET_SJ;
								saved_si <= mem_data;
								end
					end
	 GET_SJ:		begin
					state <= WAIT3;
					data_out <= 8'b0000_0000;
					address_out <= j_index;
					write_out <= 1'b0;
					end
	 WAIT3:		state <= WAIT4;
	 WAIT4:		state <= SAVE_JS;
	 SAVE_JS:	begin
					state <= SWAP_JI;
					saved_sj <= mem_data;
					end
	 SWAP_JI:	begin
					state <= WAIT5;
					address_out <= i_index;
					data_out <= saved_sj;
					write_out <= 1'b1;
					end
	 WAIT5:		state <= WAIT6;
	 WAIT6:		state <= WAITx;
	 WAITx:		state <= SWAP_IJ;
	 SWAP_IJ:	begin
					state <= WAIT7;
					address_out <= j_index;
					data_out <= saved_si;
					write_out <= 1'b1;
					end
	 WAIT7:		state <= WAIT8;
	 WAIT8:		state <= WAITy;
	 WAITy:		state <= INC;
	 INC: 		begin
					state <= GET_SI;
					i_index <= i_index + 1;
					end
	 FINISH:		begin
					if (master_reset == 1'b0) begin
					state <= FINISH;
					data_out <= 8'b0000_0000;
					address_out <= 8'b0000_0000;
					write_out <= 1'b0;
					done <= 1'b1;
					end
					else begin
					state <= IDLE;
					data_out <= 8'b0000_0000;
					address_out <= 8'b0000_0000;
					write_out <= 1'b0;
					done <= 1'b0;
					end
					end
	 default:	begin
					state <= IDLE;
					i_index <= 8'b0000_0000;
					j_index <= 8'b0000_0000;
					saved_si <= 8'b0000_0000;
					saved_sj <= 8'b0000_0000;
					data_out <= 8'b0000_0000;
					address_out <= 8'b0000_0000;
					write_out <= 1'b0;
					done <= 1'b0;
					end
	endcase
	end
	end
endmodule
### flow/run.sh
#!/bin/bash
# OpenROAD 26Q1-2900-gdf79404cd8, Yosys 0.63+post, stock flow scripts
make -C /OpenROAD-flow-scripts/flow DESIGN_CONFIG=/design/flow/config.mk WORK_HOME=/design/flow/orfs finish
==> summary.txt <==
fresh numbers from the pnr run: DRC errors left=0, first-pass GRT wire length=15100 µm, crit path kind=flop to flop, Worst IR Drop VDD=106 µV, CTS max path bufs=2, row count=42, top-level I/O count=53, drt first pass iters=4, placed insts=651, Die Size=0.0145 mm², routed len/inst=13.8 µm, yosys synthesis chip area=0.00419 mm², # Max-Cap Violations=0, CP endpoint kind=flop, Via density=4.84, GPL Wtd Cong=0.900, Synth Seq Share=0.394, Hold Buf Count CTS=0, largest net degree at the start of global routing=48, number of synthesized flops with an enable pin=19, Port-buffer cells=52, Synth Cell Area=0.00419 mm², Slew Limit Fails=0, Sum Neg Setup Slack=0 ns, worst min path class=flop to flop, clock power share=0.450, Clk pin slew, worst setup/hold paths=0.06 ns, Yosys warnings=1, Critical Path Slowest Stage Cell=dfxtp_1, worst-path fanout max=13, Fillers=1321, min cycle time layout=4.46 ns, layout cell share with drive strength beyond 1=0.0754, floorplan utilization=0.312, Comb pwr share=0.105, Overall Global Routing Usage=0.133, H-tree levels=3, worst path cell trace=ha_1 > and4bb_1 > a211oi_2 > o21ai_2 > mux2i_1 > o211ai_2 > ha_1 > inv_1 > nand2_1 > a211oi_4 > xnor2_1 > ha_1 > nor3_1 > o2111ai_1 > a21boi_1 > a221o_1 > a31o_1, Synth Flop Type=dfxtp_1, max incr delay on CP=0.58 ns, total wire length=9200 µm, via count=3228, worst endpoint required time=7.89 ns, Area growth, synth to finish=22.4%, core footprint=0.0135 mm², HPWL after DPL=6680 µm, Resized cells post-CTS=0, chip width=120 µm, Reg2Reg Setup Slack=3.34 ns, Non-Filler Instances=667, Cells after Synth=447, CTS sink cnt=73, gr ovfl total=0, ys async rst share=0, P_int=0.000705 W, pre-CTS WS=3.33 ns, Pwr Density=177 mW/mm², vias in the first global route=3034, placed cell areas=0.00483 mm², Insertion Delay late pin=0.33 ns, total count of hold-check failures in the final report=0, Worst Skew=0.00448 ns, Antenna diodes=0, outcome=finished clean, TritonCTS buffer count=9, die height=120 µm, # Post-CTS Setup Buffers=0, Sw Ratio=0.222, average footprint of a synthesized cell=9.38 µm², fin crit share=0.572, Design Area, Final=0.00513 mm², count of final setup violators=0, NetSw=0.000201 W, Max Clk Rate=0.224 GHz, Yosys Instances=447, CP dominant cell by count=ha_1, Tightest Pin Transition=0.770 ns, Rel. slew slack=0.485, 1st-iter DRT viols=129, antenna violations before repair=0, Flop pwr share=0.445, Startpoint Class=flop, post-route ant nets=0, Log Warnings=28, worst hold path depth=2, Root Buffer=clkbuf_16, distinct lib cells=72, CTS tree=done, ys flops=73, Leak=2.19 nW, critical path arrival=4.55 ns, reg2reg path depth=17, RSZ-0062 raised after global routing=no, PnR worst setup slack=3.34 ns
==> stage by stage <==
stage	hold slack [ns]	utilization	power [W]
after floorplan	0.418	-	0.000466
after global placement	0.429	0.359	0.000506
after detailed placement	0.430	0.359	0.000507
after CTS	0.442	0.382	0.000917
after global routing	0.464	0.382	0.000947
final	0.443	0.382	0.000907
==> state kept, by name, indices dropped and copies added (netlist names) <==
name         flops
done             1
j_index          8
write_out        1
address_out      8
data_out         8
i_index          9
key_mod          3
state           19
saved_sj         8
saved_si         8
==> cell usage in the layout, fill, tap and decap left out, types with 5 or more instances in the layout <==
cell type / netlist / final
nand3_1: 14 / 14
dfxtp_1: 54 / 54
ha_1: 20 / 20
nand2_1: 43 / 43
edfxtp_1: 19 / 19
a21boi_0: 10 / 10
nor2_1: 31 / 31
xor2_1: 6 / 6
o21ai_0: 6 / 6
clkbuf_16: 0 / 9
a21oi_1: 20 / 20
a22oi_1: 16 / 16
inv_1: 13 / 13
clkdlybuf4s50_1: 0 / 52
xnor2_1: 17 / 17
o211a_1: 17 / 17
and2_1: 33 / 33
nor3_1: 6 / 5
o21bai_1: 7 / 7
mux2i_1: 12 / 12
==> power by group through the flow <==
stage	sequential, W	combinational [W]	clock (W)
final	0.000403	0.0000948	0.000408
after global routing	0.000405	0.000106	0.000436
after CTS	0.000404	0.0000958	0.000418
==> path summary, 6_finish.rpt <==
path	startpoint	to
setup / recovery	i_index[6]$_SDFFE_PN0N_	key_mod[1]$_DFFE_PP_
hold / removal	state[10]$_DFF_P_	state[5]$_DFF_P_
setup reg to reg	i_index[6]$_SDFFE_PN0N_	key_mod[1]$_DFFE_PP_
hold reg to reg	state[10]$_DFF_P_	state[5]$_DFF_P_
==> cells by family (layout without fill, tap and decap cells) <==
logic type,after synthesis,count (layout),share of synthesized area
multiplexers,13,13,0.0313
XOR/XNOR,24,24,0.0534
flip-flops,73,73,0.394
buffers and inverters,43,87,0.0463
AND/OR/NAND/NOR,161,161,0.201
AND-OR/OR-AND,111,111,0.205
adder cells (fa/ha/maj),22,22,0.0692
==> layout make-up <==
cell class / count / area, µm² / share of cell area
multi-input combinational: 331 / 2350 / 0.458
sequential: 73 / 1650 / 0.322
timing repair buffer: 56 / 551 / 0.107
clock buffer: 12 / 246 / 0.0480
tap: 176 / 220 / 0.0429
inverter: 15 / 58.8 / 0.0115
clock inverter: 4 / 52.6 / 0.0102
==> layer usage <==
layer	track usage	routed length, µm	vias up	share of wire
met5	0	0	-	0
met4	0.0316	227	0	0.025
met3	0.0197	335	16	0.036
met2	0.199	4030	70	0.44
met1	0.205	4610	1469	0.50
li1	-	-	1673	-
==> cells in the mapped netlist, types with 3 or more instances <==
master / instances / area (µm²)
a21boi_0: 10 / 75.1
a21o_1: 4 / 30.0
a21oi_1: 20 / 100
a221o_1: 3 / 30.0
a22oi_1: 16 / 120
and2_1: 33 / 206
buf_2: 3 / 15.0
buf_6: 3 / 33.8
clkbuf_1: 20 / 75.1
dfxtp_1: 54 / 1080
edfxtp_1: 19 / 571
ha_1: 20 / 250
inv_1: 13 / 48.8
mux2i_1: 12 / 120
nand2_1: 43 / 161
nand3_1: 14 / 70.1
nand3b_1: 3 / 22.5
nor2_1: 31 / 116
nor2b_1: 4 / 25.0
nor3_1: 6 / 30.0
nor4_1: 3 / 18.8
o211a_1: 17 / 170
o21ai_0: 6 / 30.0
o21bai_1: 7 / 52.6
o22ai_1: 3 / 18.8
or2_2: 4 / 25.0
or3_1: 3 / 18.8
xnor2_1: 17 / 149
xor2_1: 6 / 52.6
==> critical path, delay by kind of cell (launching register included) <==
kind | cells | cell delay, ns
AND/OR/NAND/NOR | 3 | 0.60
flip-flops | 1 | 0.58
XOR/XNOR | 1 | 0.10
AND-OR/OR-AND | 8 | 1.69
multiplexers | 1 | 0.26
buffers and inverters | 1 | 0.10
adder cells (fa/ha/maj) | 3 | 0.88
Power figures rest on the tool's default switching activity, not on a simulated workload.
