[./run.sh]
#!/bin/bash
# OpenROAD 26Q1-2900-gdf79404cd8, Yosys 0.63+post, stock flow scripts
make -C /OpenROAD-flow-scripts/flow DESIGN_CONFIG=/design/flow/config.mk WORK_HOME=/design/flow/orfs finish
[./config.mk]
export PLATFORM = sky130hd
export DESIGN_NAME = FSM2b
export DESIGN_NICKNAME = FSM2b
export VERILOG_FILES = /design/flow/design.v
export SDC_FILE = /design/flow/constraint.sdc
export NUM_CORES = 4
export LEC_CHECK = 1
export CORE_UTILIZATION = 50
[./constraint.sdc]
current_design FSM2b

set clk_period 3.9
set clk_io_pct 0.2

create_clock -name clk0 -period $clk_period [get_ports {clk}]

set non_clock_inputs [all_inputs -no_clocks]
set_input_delay [expr $clk_period * $clk_io_pct] -clock clk0 $non_clock_inputs
set_output_delay [expr $clk_period * $clk_io_pct] -clock clk0 [all_outputs]
[./design.v]
module FSM2b (
input logic clk,								 
input logic task2b_start,					 
input logic [7:0] q_RAM1,			 
output logic [7:0] address_out_RAM1,		 
output logic [7:0] data_to_RAM1,			 
output logic wren_to_RAM1,					 
output logic done,								 
input logic [7:0] ROM_data,					 
output logic [4:0] address_ROM,				 
output logic [4:0] address_out_RAM2,		 
output logic [7:0] data_to_RAM2,			 
output logic wren_to_RAM2,					 
input logic master_reset
);
parameter [4:0] IDLE  		= 5'b0_0000;
parameter [4:0] INC1  		= 5'b0_0001;
parameter [4:0] GETSI 		= 5'b0_0010;
parameter [4:0] WAIT1 		= 5'b0_0011;
parameter [4:0] WAIT2 		= 5'b0_0100;
parameter [4:0] CALCJ 		= 5'b0_0101;
parameter [4:0] GETSJ 		= 5'b0_0110;
parameter [4:0] WAIT3 		= 5'b0_0111;
parameter [4:0] WAIT4 		= 5'b0_1000;
parameter [4:0] SAVESJ 		= 5'b0_1001;	
parameter [4:0] SWAP_ItoJ 	= 5'b0_1010;	
parameter [4:0] WAIT5 		= 5'b0_1011;		
parameter [4:0] WAIT6 		= 5'b0_1100;	
parameter [4:0] WAIT7 		= 5'b0_1101;	
parameter [4:0] SWAP_JtoI 	= 5'b0_1110;
parameter [4:0] WAIT8 		= 5'b0_1111;	
parameter [4:0] WAIT9 		= 5'b1_0000;	
parameter [4:0] WAIT10 		= 5'b1_0001;
parameter [4:0] CALCF 		= 5'b1_0010;		
parameter [4:0] GETENC 		= 5'b1_0011;	
parameter [4:0] WAIT11 		= 5'b1_0100;	
parameter [4:0] WAIT12 		= 5'b1_0101;	
parameter [4:0] CALCK 		= 5'b1_0110;	
parameter [4:0] WAIT13 		= 5'b1_0111;	
parameter [4:0] WAIT14 		= 5'b1_1000;	
parameter [4:0] WAIT15 		= 5'b1_1001;	
parameter [4:0] INCK 		= 5'b1_1010;	
parameter [4:0] FINISH 		= 5'b1_1011;
parameter [4:0] CALCSISJ 	= 5'b1_1100;
parameter [4:0] REQ_S 		= 5'b1_1101;
parameter [4:0] WAITX 		= 5'b1_1110;
parameter [4:0] WAITY 		= 5'b1_1111;
logic [4:0] state;		 
logic [5:0] k_index_2b; 	 
logic [7:0] j_index_2b;		 
logic [8:0] i_index_2b; 	 
logic [7:0] saved_si_2b;	 
logic [7:0] saved_sj_2b; 	 
logic [7:0] saved_sisj_2b;  
logic [7:0] f; 			 
always_ff @(posedge clk)
	begin
	if (!task2b_start) begin
					state <= IDLE;
					i_index_2b <= 9'b0_0000_0000;
					j_index_2b <= 8'b0000_0000;
					k_index_2b <= 6'b00_0000;
					address_out_RAM1 <= 8'b0000_0000;
					data_to_RAM1 <= 8'b0000_0000;
					wren_to_RAM1 <= 1'b0;
					address_ROM <= 5'b0_0000;
					address_out_RAM2 <= 5'b0_0000;
					data_to_RAM2 <= 8'b0000_0000;
					wren_to_RAM2 <= 1'b0;
					done <= 1'b0;
					end
	else
	 begin
	 case (state) 
	 IDLE:		begin
					state <= INC1;
					i_index_2b <= 9'b0_0000_0000;
					j_index_2b <= 8'b0000_0000;
					k_index_2b <= 6'b00_0000;
					address_out_RAM1 <= 8'b0000_0000;
					data_to_RAM1 <= 8'b0000_0000;
					wren_to_RAM1 <= 1'b0;
					address_ROM <= 5'b0_0000;
					address_out_RAM2 <= 5'b0_0000;
					data_to_RAM2 <= 8'b0000_0000;
					wren_to_RAM2 <= 1'b0;
					done <= 1'b0;
					end
	INC1:			if (k_index_2b >= 6'b10_0000)
					state <= FINISH;
					else begin
					state <= GETSI;
				   i_index_2b <= i_index_2b + 1;
					end
	GETSI:		begin
					state <= WAIT1;
					address_out_RAM1 <= i_index_2b;
					wren_to_RAM1 <= 1'b0;
					end
	WAIT1:		state <= WAIT2;
	WAIT2:		state <= CALCJ;
	CALCJ:		begin
					state <= GETSJ;
					saved_si_2b <= q_RAM1;
					j_index_2b <= j_index_2b + q_RAM1;
					end
	GETSJ:		begin
					state <= WAIT3;
					address_out_RAM1 <= j_index_2b;
					wren_to_RAM1 <= 1'b0;
					end
	WAIT3:		state <= WAIT4;
	WAIT4:		state <= SAVESJ;
	SAVESJ:		begin
					state <= SWAP_ItoJ;
					saved_sj_2b <= q_RAM1;
					end
	SWAP_ItoJ:	begin
					state <= WAIT5;
					address_out_RAM1 <= j_index_2b;
					data_to_RAM1 <= saved_si_2b;
					wren_to_RAM1 <= 1'b1;					
					end 
	WAIT5:		state <= WAIT6;
	WAIT6:		state <= WAIT7;
	WAIT7:		state <= SWAP_JtoI;
	SWAP_JtoI:	begin
					state <= WAIT8;
					address_out_RAM1 <= i_index_2b;
					data_to_RAM1 <= saved_sj_2b;
					wren_to_RAM1 <= 1'b1;
					end
	WAIT8:		state <= WAIT9;
	WAIT9:		state <= WAIT10;
	WAIT10:		state <= CALCSISJ;
	CALCSISJ:	begin
					state <= REQ_S;
					saved_sisj_2b <= saved_si_2b + saved_sj_2b;
					end
	REQ_S:		begin
					state <= WAITX;
					address_out_RAM1 <= saved_sisj_2b;
					wren_to_RAM1 <= 1'b0;
					end
	WAITX:		state <= WAITY;
	WAITY:		state <= GETENC;
	GETENC:		begin 								 
					f <= q_RAM1;
					state <= WAIT11;
					address_ROM <= k_index_2b[4:0];
					end
	WAIT11:		state <= WAIT12;		
	WAIT12:		state <= CALCK;
	CALCK:		begin
					state <= WAIT13;
					address_out_RAM2 <= k_index_2b[4:0];
					data_to_RAM2 <= f ^ ROM_data;
					wren_to_RAM2 <= 1'b1;
					end
	WAIT13:		state <= WAIT14;
	WAIT14:		state <= WAIT15;
	WAIT15:		state <= INCK;
	INCK:			begin
					state <= INC1;
					k_index_2b <= k_index_2b + 1;
					wren_to_RAM2 <= 1'b0;
					end
	FINISH:		begin
					if (master_reset == 1'b0) begin
					state <= FINISH;
					done <= 1'b1;
					end
					else begin
					state <= IDLE;
					done <= 1'b0;
					end
					end
   default:		begin
					state <= IDLE;
					i_index_2b <= 9'b0_0000_0000;
					j_index_2b <= 8'b0000_0000;
					k_index_2b <= 6'b00_0000;
					address_out_RAM1 <= 8'b0000_0000;
					data_to_RAM1 <= 8'b0000_0000;
					wren_to_RAM1 <= 1'b0;
					address_ROM <= 5'b0_0000;
					address_out_RAM2 <= 5'b0_0000;
					data_to_RAM2 <= 8'b0000_0000;
					wren_to_RAM2 <= 1'b0;
					done <= 1'b0;
					end
	endcase
	end
	end
endmodule
==> flow_summary.json <==
{
  "clock_skew_ns": 0.00665,
  "tool_warnings": 28,
  "antenna_left": 0,
  "cap_violations": 0,
  "aoi_share_pct": 14.7,
  "grt_busiest_layer": "met1",
  "crit_type": "reg -> reg",
  "critPathCaptureType": "flip-flop",
  "start_kind": "flip-flop",
  "yosys.area.top_type_share_pct": 35.0,
  "crit_path_max_fanout": 26,
  "path_clk_slew_ns": 0.06,
  "synth-xor-area-share_pct": 4.25,
  "setup-tns-final_ns": 0,
  "rows": 36,
  "synth.mux.area_fraction_pct": 1.02,
  "total_leakage_power_nw": 2.59,
  "synthCells": 485,
  "yosys_area_um2": 5150,
  "synth_flops": 122,
  "final-comb-area_um2": 2230,
  "clock_latency_ns": 0.50,
  "ys_cells": 485,
  "met3_usage_pct": 5.45,
  "cts_tree": "built",
  "route.detailed.drc": 0,
  "top_logic_kind": "simple AND/OR/NAND/NOR gates",
  "holdWs_ns": 0.433,
  "status": "finished, final reports clean",
  "p_switching_mw": 0.655,
  "register_area_um2": 2760,
  "drive_gt1_share_pct": 10.0,
  "setup_viol": 0,
  "synthArstFlopShare_pct": 0,
  "use_met2_pct": 30.9,
  "syn_to_final_growth_pct": 24.0,
  "dieArea_um2": 10700,
  "critPathRequiredTime_ns": 4.26,
  "routed_via_density": 5.41,
  "hpwl_um": 7600,
  "fmax_ghz": 0.329,
  "synth_seq_share_pct": 53.6,
  "final_hold_viol_count": 0,
  "dr.pass1.iters": 4,
  "vdd_drop_max_uv": 404,
  "relSlewSlack_pct": 46.5,
  "antenna_found_initial": 0,
  "edf_count": 32,
  "grt_max_degree": 43,
  "ioPinCount": 56,
  "h-tree-depth": 4,
  "routed_wirelength_um": 11000,
  "cts_root_buf": "clkbuf_8",
  "power_density_nw_per_um2": 474,
  "io_buffers": 55,
  "die_width_um": 104,
  "combPwrFrac_pct": 5.4,
  "clockPowerShare_pct": 50.9,
  "first_global_vias": 3418,
  "syn_avg_cell_area_um2": 10.6,
  "top_area_cell": "dfxtp_1",
  "drt-initial-drc-count": 167,
  "cp.arrival_ns": 3.40,
  "overflow": 0,
  "cts_buffers": 17,
  "fill_cells": 728,
  "netlist_top_cells_count": "90 x dfxtp_1, 44 x nand2_1, 32 x edfxtp_1",
  "holdCritPathClass": "reg -> reg",
  "die_h_um": 104,
  "clockBufferDepth": 2,
  "vias": 3693,
  "slew_violations": 0,
  "rsz0062_at_grt": "false",
  "routabilityCongestion": 0.887,
  "p_int_mw": 2.38,
  "postCtsSetupBuffers": 0,
  "synth_cell_types": 53,
  "grt_usage_pct": 22.8,
  "synth-adder-area-share_pct": 4.91,
  "grt_pass1_wl_um": 18200,
  "met1_usage_pct": 40.7,
  "n_antenna_cell": 0,
  "swShare_pct": 21.6,
  "fp_util_pct": 52.2,
  "top_cell": "dfxtp_1",
  "fin_crit_sh_pct": 78.0,
  "worst_pin_slew_ns": 0.803,
  "period_minus_slack_ns": 3.04,
  "p_seq_share_pct": 43.7,
  "cts.sinks": 122,
  "synth_warnings": 1,
  "synth_area_um2": 5150,
  "cts_resized": 0,
  "avgRoutedWirePerCell_um": 16.1,
  "synthTopCellsByArea": "dfxtp_1 35%, edfxtp_1 19%, ha_1 4.1%, o211a_1 3.3%, nand2_1 3.2%",
  "ff_type": "dfxtp_1",
  "cts_hold_buffers": 0,
  "simple_gate_area_share_pct": 18.4,
  "core_area_um2": 9860
}
-- cell usage in the layout, fill, tap and decap left out, drive strengths merged, types with 9 or more instances in the layout --
cell / netlist / routed
nand3: 25 / 25
nand2: 44 / 44
xnor2: 17 / 17
o31ai: 10 / 10
nor2b: 11 / 11
o211a: 17 / 17
o21ai: 16 / 16
dfxtp: 90 / 90
clkdlybuf4s50: 0 / 54
ha: 17 / 17
nor2: 16 / 16
clkbuf: 23 / 20
and2: 27 / 27
edfxtp: 32 / 32
inv: 12 / 16
a21oi: 10 / 10
and3: 9 / 9
or4: 9 / 9
-- metrics by stage --
stage	total power [mW]	cells	cell area, um2	worst slack [ns]	util (%)
5_1_grt	3.14	682	6390	0.701	64.8
2_1_floorplan	1.44	485	5150	1.07	-
3_5_place_dp	1.51	650	5790	0.881	58.7
3_3_place_gp	1.51	650	5790	0.939	58.7
4_1_cts	3.06	682	6390	0.846	64.8
6_report	3.03	682	6390	0.859	64.8
-- power groups by stage --
stage | logic (mW) | clock network (mW) | registers (mW)
after CTS | 0.164 | 1.57 | 1.32
after global routing | 0.179 | 1.63 | 1.33
final | 0.163 | 1.54 | 1.32
-- worst max-delay path: stages (launching register included) --
cell and delay [ns]:
dfxtp_1 0.30, or4_4 0.56, or4_4 0.51, or3_4 0.40
or4_1 0.79, nand3_1 0.23, o31ai_1 0.09
-- cell families (layout without fill, tap and decap cells) --
group | count (synthesis) | after routing
AND/OR/NAND/NOR | 174 | 174
flip-flops | 122 | 122
adder cells (fa/ha/maj) | 19 | 19
buffers and inverters | 40 | 104
AND-OR/OR-AND | 100 | 100
XOR/XNOR | 25 | 25
multiplexers | 5 | 5
-- sequential cells by signal, indices dropped and copies added, names as in the netlist --
signal,count
data_to_RAM2,8
saved_sisj_2b,8
k_index_2b,6
address_out_RAM2,5
f,8
state,31
saved_sj_2b,8
address_ROM,5
wren_to_RAM1,1
i_index_2b,8
saved_si_2b,8
wren_to_RAM2,1
address_out_RAM1,8
j_index_2b,8
done,1
data_to_RAM1,8
-- metal layers --
layer,routed length [um],share of wire (%)
met5,0,0
met4,105,0.96
met3,488,4.4
met2,4700,43
met1,5690,52
-- area by class of cell --
type	count	area share [%]
multi-input cells	323	34.9
inverters	12	0.705
flip-flops and latches	122	43.2
repair buffers	60	9.12
clock inverters	12	2.11
well taps	133	2.60
clock buffers	20	7.30
-- final timing paths --
kind                           from                      endpoint  slack [ns]  depth (start not counted)
setup reg to reg  state[17]$_DFF_P_  data_to_RAM2[4]$_SDFFE_PN0N_        0.86                          6
hold / removal     state[0]$_DFF_P_             state[15]$_DFF_P_        0.43                          1
setup / recovery  state[17]$_DFF_P_  data_to_RAM2[4]$_SDFFE_PN0N_        0.86                          6
hold reg to reg    state[0]$_DFF_P_             state[15]$_DFF_P_        0.43                          1
Power figures rest on the tool's default switching activity, not on a simulated workload.
