===== flow/design.v =====
module FSM_f (
input logic clk,
input logic [7:0] q_RAM1,
output logic [7:0] address_out_RAM1,
output logic [7:0] data_to_RAM1,
output logic wren_to_RAM1,
input logic [7:0] ROM_data,					 
output logic [4:0] address_ROM,				 
input logic [7:0] q_RAM2,
output logic [4:0] address_out_RAM2,		 
output logic [7:0] data_to_RAM2,			 
output logic wren_to_RAM2,					 
output logic [9:0] LED,
output logic [23:0] HEX_out
);
logic [8:0] state;
logic [23:0] secret_key;
assign HEX_out = secret_key;
parameter [8:0] idle_1c 	= 9'b0_0000_0000;
parameter [8:0] write 		= 9'b0_0000_0101;
parameter [8:0] increment  = 9'b0_0000_0001;
parameter [8:0] pfinish		= 9'b0_0000_0100;
parameter [8:0] finish_1c 	= 9'b0_0000_0011; 
parameter [8:0] IDLE_2a			= 9'b0_0010_0000; 	 
parameter [8:0] GET_SI_2a	 	= 9'b0_0010_0001;		 
parameter [8:0] WAIT1_2a  	   = 9'b0_0010_0010;		
parameter [8:0] WAIT2_2a		= 9'b0_0010_0011;	
parameter [8:0] CALC_2a		   = 9'b0_0010_0100;		 
parameter [8:0] GET_SJ_2a		= 9'b0_0010_0101;		 
parameter [8:0] WAIT3_2a		= 9'b0_0010_0110;
parameter [8:0] WAIT4_2a		= 9'b0_0010_0111;
parameter [8:0] SAVE_JS_2a		= 9'b0_0010_1000;		 
parameter [8:0] SWAP_JI_2a		= 9'b0_0010_1001;		 
parameter [8:0] WAIT5_2a		= 9'b0_0010_1010;
parameter [8:0] WAIT6_2a		= 9'b0_0010_1011;
parameter [8:0] WAITx_2a		= 9'b0_0011_0001;
parameter [8:0] SWAP_IJ_2a		= 9'b0_0010_1100; 	 
parameter [8:0] WAIT7_2a		= 9'b0_0010_1101;
parameter [8:0] WAIT8_2a		= 9'b0_0010_1110;
parameter [8:0] WAITy_2a		= 9'b0_0011_0010;
parameter [8:0] INC_2a			= 9'b0_0010_1111;		 
parameter [8:0] FINISH_2a		= 9'b0_0011_0000;
parameter [8:0] IDLE_2b 		= 9'b0_0100_0000;
parameter [8:0] INC1_2b  		= 9'b0_0100_0001;
parameter [8:0] GETSI_2b 		= 9'b0_0100_0010;
parameter [8:0] WAIT1_2b 		= 9'b0_0100_0011;
parameter [8:0] WAIT2_2b 		= 9'b0_0100_0100;
parameter [8:0] CALCJ_2b 		= 9'b0_0100_0101;
parameter [8:0] GETSJ_2b 		= 9'b0_0100_0110;
parameter [8:0] WAIT3_2b 		= 9'b0_0100_0111;
parameter [8:0] WAIT4_2b 		= 9'b0_0100_1000;
parameter [8:0] SAVESJ_2b 		= 9'b0_0100_1001;	
parameter [8:0] SWAP_ItoJ_2b 	= 9'b0_0100_1010;	
parameter [8:0] WAIT5_2b 		= 9'b0_0100_1011;		
parameter [8:0] WAIT6_2b 		= 9'b0_0100_1100;	
parameter [8:0] WAIT7_2b 		= 9'b0_0100_1101;	
parameter [8:0] SWAP_JtoI_2b 	= 9'b0_0100_1110;
parameter [8:0] WAIT8_2b 		= 9'b0_0100_1111;	
parameter [8:0] WAIT9_2b 		= 9'b0_0101_0000;	
parameter [8:0] WAIT10_2b 		= 9'b0_0101_0001;
parameter [8:0] CALCF_2b 		= 9'b0_0101_0010;		
parameter [8:0] GETENC_2b 		= 9'b0_0101_0011;	
parameter [8:0] WAIT11_2b 		= 9'b0_0101_0100;	
parameter [8:0] WAIT12_2b 		= 9'b0_0101_0101;	
parameter [8:0] CALCK_2b 		= 9'b0_0101_0110;	
parameter [8:0] WAIT13_2b 		= 9'b0_0101_0111;	
parameter [8:0] WAIT14_2b 		= 9'b0_0101_1000;	
parameter [8:0] WAIT15_2b 		= 9'b0_0101_1001;	
parameter [8:0] INCK_2b 		= 9'b0_0101_1010;	
parameter [8:0] FINISH_2b 		= 9'b0_0101_1011;
parameter [8:0] CALCSISJ_2b 	= 9'b0_0101_1100;
parameter [8:0] REQ_S_2b 		= 9'b0_0101_1101;
parameter [8:0] WAITX_2b 		= 9'b0_0101_1110;
parameter [8:0] WAITY_2b 		= 9'b0_0101_1111;
parameter [8:0] IDLE_3			= 9'b1_0000_0000;
parameter [8:0] LOADQ_3			= 9'b1_0000_0001;
parameter [8:0] WAIT1_3			= 9'b1_0000_0010;
parameter [8:0] WAIT2_3			= 9'b1_0000_0011;
parameter [8:0] CHECK_DCY_3  	= 9'b1_0000_0100;
parameter [8:0] CHECK_DCY1_3 	= 9'b1_0000_0101;
parameter [8:0] CHECK_DCY2_3 	= 9'b1_0000_0110;
parameter [8:0] CHECK_CUNTR_3	= 9'b1_0000_0111;
parameter [8:0] INC_CUNTR_3  	= 9'b1_0000_1000;
parameter [8:0] CHK_SC_KEY_3 	= 9'b1_0000_1001;
parameter [8:0] INC_SC_KEY_3	= 9'b1_0000_1010;
parameter [8:0] FNH_GUD_3		= 9'b1_0001_1101;
parameter [8:0] FNH_FAIL_3		= 9'b1_0000_1110;
parameter [8:0] WAIT3_3			= 9'b1_0001_1111;
logic [8:0] counter;  
logic [2:0] key_mod;		 
logic [7:0] j_index;		 
logic [7:0] saved_si;	 
logic [7:0] saved_sj; 	 
logic [8:0] i_index; 	 
logic [5:0] k_index_2b; 	 
logic [7:0] j_index_2b;		 
logic [8:0] i_index_2b; 	 
logic [7:0] saved_si_2b;	 
logic [7:0] saved_sj_2b; 	 
logic [7:0] saved_sisj_2b;  
logic [7:0] f; 			 
logic [5:0] counter3;
always_ff @(posedge clk)
	begin
	 case (state) 
	 idle_1c:		begin
						state <= write;
						counter <= 8'b0000_0000;
						data_to_RAM1 <= 8'b0000_0000;
						address_out_RAM1 <= 8'b0000_0000;
						wren_to_RAM1 <= 1'b0;
					end
	 write:		if (counter == 8'b1111_1111) begin
						state <= pfinish;
						data_to_RAM1 <= counter;
						address_out_RAM1 <= counter;
						wren_to_RAM1 <= 1'b1;
					end
					else begin
						state <= increment;
						data_to_RAM1 <= counter;
						address_out_RAM1 <= counter;
						wren_to_RAM1 <= 1'b1;
					end
	 increment: begin
						counter <= counter + 1'b1;
						state <= write;
						wren_to_RAM1 <= 1'b0;
					end
	 pfinish:	state <= finish_1c;
	 finish_1c:	begin
						state <= IDLE_2a;
						data_to_RAM1 <= 8'b0000_0000;
						address_out_RAM1 <= 8'b0000_0000;
						wren_to_RAM1 <= 1'b0;
					end
	IDLE_2a:		begin
					state <= GET_SI_2a;
					i_index <= 9'b0_0000_0000;
					j_index <= 8'b0000_0000;
					data_to_RAM1 <= 8'b0000_0000;
					address_out_RAM1 <= 8'b0000_0000;
					wren_to_RAM1 <= 1'b0;
					end
	 GET_SI_2a:	if (i_index >= 9'b1_0000_0000) begin
					state <= FINISH_2a;
					end 
					else begin
					state <= WAIT1_2a;
					data_to_RAM1 <= 8'b0000_0000;
					address_out_RAM1 <= i_index[7:0];
					wren_to_RAM1 <= 1'b0;
					end
	 WAIT1_2a:	state <= WAIT2_2a;
	 WAIT2_2a:	begin
					state <= CALC_2a;
					key_mod <= (i_index[7:0])%3;
					end
	 CALC_2a: 	begin
					if (key_mod == 0) begin
								j_index <= (j_index + q_RAM1 + secret_key[23:16]);
								state <= GET_SJ_2a;
								saved_si <= q_RAM1;
								end
					else if (key_mod == 1) begin
								j_index <= (j_index + q_RAM1 + secret_key[15:8]);
								state <= GET_SJ_2a;
								saved_si <= q_RAM1;
								end
					else begin
								j_index <= (j_index + q_RAM1 + secret_key[7:0]);
								state <= GET_SJ_2a;
								saved_si <= q_RAM1;
								end
					end
	 GET_SJ_2a:	begin
					state <= WAIT3_2a;
					data_to_RAM1 <= 8'b0000_0000;
					address_out_RAM1 <= j_index;
					wren_to_RAM1 <= 1'b0;
					end
	 WAIT3_2a:	state <= WAIT4_2a;
	 WAIT4_2a:		state <= SAVE_JS_2a;
	 SAVE_JS_2a: begin
					state <= SWAP_JI_2a;
					saved_sj <= q_RAM1;
					end
	 SWAP_JI_2a: begin
					state <= WAIT5_2a;
					address_out_RAM1 <= i_index;
					data_to_RAM1 <= saved_sj;
					wren_to_RAM1 <= 1'b1;
					end
	 WAIT5_2a:	state <= WAIT6_2a;
	 WAIT6_2a:	state <= WAITx_2a;
	 WAITx_2a:	state <= SWAP_IJ_2a;
	 SWAP_IJ_2a: begin
					state <= WAIT7_2a;
					address_out_RAM1 <= j_index;
					data_to_RAM1 <= saved_si;
					wren_to_RAM1 <= 1'b1;
					end
	 WAIT7_2a:	state <= WAIT8_2a;
	 WAIT8_2a:	state <= WAITy_2a;
	 WAITy_2a:	state <= INC_2a;
	 INC_2a:		begin
					state <= GET_SI_2a;
					i_index <= i_index + 1'b1;
					end
	 FINISH_2a:	begin
					state <= IDLE_2b;
					data_to_RAM1 <= 8'b0000_0000;
					address_out_RAM1 <= 8'b0000_0000;
					wren_to_RAM1 <= 1'b0;
					end
	 IDLE_2b:	begin
					state <= INC1_2b;
					i_index_2b <= 9'b0_0000_0000;
					j_index_2b <= 8'b0000_0000;
					k_index_2b <= 6'b00_0000;
					address_out_RAM1 <= 8'b0000_0000;
					data_to_RAM1 <= 8'b0000_0000;
					wren_to_RAM1 <= 1'b0;
					address_ROM <= 5'b0_0000;
					address_out_RAM2 <= 5'b0_0000;
					data_to_RAM2 <= 8'b0000_0000;
					wren_to_RAM2 <= 1'b0;
					end
	INC1_2b:		if (k_index_2b >= 6'b10_0000)
					state <= FINISH_2b;
					else begin
					state <= GETSI_2b;
				   i_index_2b <= i_index_2b + 1'b1;
					end
	GETSI_2b:		begin
					state <= WAIT1_2b;
					address_out_RAM1 <= i_index_2b[8:0];
					wren_to_RAM1 <= 1'b0;
					end
	WAIT1_2b:		state <= WAIT2_2b;
	WAIT2_2b:		state <= CALCJ_2b;
	CALCJ_2b:		begin
					state <= GETSJ_2b;
					saved_si_2b <= q_RAM1;
					j_index_2b <= j_index_2b + q_RAM1;
					end
	GETSJ_2b:		begin
					state <= WAIT3_2b;
					address_out_RAM1 <= j_index_2b;
					wren_to_RAM1 <= 1'b0;
					end
	WAIT3_2b:		state <= WAIT4_2b;
	WAIT4_2b:		state <= SAVESJ_2b;
	SAVESJ_2b:		begin
					state <= SWAP_ItoJ_2b;
					saved_sj_2b <= q_RAM1;
					end
	SWAP_ItoJ_2b:	begin
					state <= WAIT5_2b;
					address_out_RAM1 <= j_index_2b;
					data_to_RAM1 <= saved_si_2b;
					wren_to_RAM1 <= 1'b1;					
					end 
	WAIT5_2b:		state <= WAIT6_2b;
	WAIT6_2b:		state <= WAIT7_2b;
	WAIT7_2b:		state <= SWAP_JtoI_2b;
	SWAP_JtoI_2b:	begin
					state <= WAIT8_2b;
					address_out_RAM1 <= i_index_2b[8:0];
					data_to_RAM1 <= saved_sj_2b;
					wren_to_RAM1 <= 1'b1;
					end
	WAIT8_2b:		state <= WAIT9_2b;
	WAIT9_2b:		state <= WAIT10_2b;
	WAIT10_2b:		state <= CALCSISJ_2b;
	CALCSISJ_2b:	begin
					state <= REQ_S_2b;
					saved_sisj_2b <= saved_si_2b + saved_sj_2b;
					end
	REQ_S_2b:		begin
					state <= WAITX_2b;
					address_out_RAM1 <= saved_sisj_2b;
					wren_to_RAM1 <= 1'b0;
					end
	WAITX_2b:		state <= WAITY_2b;
	WAITY_2b:		state <= GETENC_2b;
	GETENC_2b:		begin 								 
					f <= q_RAM1;
					state <= WAIT11_2b;
					address_ROM <= k_index_2b[4:0];
					end
	WAIT11_2b:		state <= WAIT12_2b;		
	WAIT12_2b:		state <= CALCK_2b;
	CALCK_2b:		begin
					state <= WAIT13_2b;
					address_out_RAM2 <= k_index_2b[4:0];
					data_to_RAM2 <= f ^ ROM_data;
					wren_to_RAM2 <= 1'b1;
					end
	WAIT13_2b:		state <= WAIT14_2b;
	WAIT14_2b:		state <= WAIT15_2b;
	WAIT15_2b:		state <= INCK_2b;
	INCK_2b:			begin
					state <= INC1_2b;
					k_index_2b <= k_index_2b + 1'b1;
					wren_to_RAM2 <= 1'b0;
					end
	FINISH_2b:	begin
					state <= IDLE_3;
					end
			IDLE_3:		begin
							state <= LOADQ_3;
							address_out_RAM2 <= 5'b00000;
							counter3 <= 6'b00_0000;
							LED <= 10'b00_0000_0000;
							wren_to_RAM2 <= 1'b0;
							end
			LOADQ_3:		begin
							state <= WAIT1_3;
							address_out_RAM2 <= counter3[4:0];
							wren_to_RAM2 <= 1'b0;
							end
			WAIT1_3:		state <= WAIT2_3;
			WAIT2_3:		state <= WAIT3_3;
			WAIT3_3:		state <= CHECK_DCY_3;
			CHECK_DCY_3: begin
							if (q_RAM2 <= 8'b0111_1010) begin	 
							state <= CHECK_DCY1_3; 					 
							end
							else state <= CHK_SC_KEY_3;
							end
			CHECK_DCY1_3: begin
							if (q_RAM2 >= 8'b0110_0001) begin		 
							state <= CHECK_CUNTR_3;						 
							end
							else state <= CHECK_DCY2_3;
							end
			CHECK_DCY2_3: begin
							if (q_RAM2 == 8'b0010_0000) begin	 
							state <= CHECK_CUNTR_3;
							end
							else state <= CHK_SC_KEY_3;
							end
			CHECK_CUNTR_3: begin	
							if (counter3 >= 6'b10_0000) begin
							state <= FNH_GUD_3;
							end
							else state <= INC_CUNTR_3;
							end
			INC_CUNTR_3:	begin
							state <= LOADQ_3;
							counter3 <= counter3 + 1'b1;
							end
			CHK_SC_KEY_3:	begin
							if (secret_key == 24'b1111_1111_1111_1111_1111_1111) begin
								state <= FNH_FAIL_3;
							end
							else begin
								state <= INC_SC_KEY_3;
							end
							end
			INC_SC_KEY_3:	begin
								state <= idle_1c;
								secret_key <= secret_key + 24'b0000_0000_0000_0000_0000_0001;
								counter3 <= 6'b00_0000;
							end
			FNH_GUD_3:		begin
							state <= FNH_GUD_3;
							LED <= 10'b11_1100_0000;
							end
			FNH_FAIL_3:	begin
							state <= FNH_FAIL_3;
							LED <= 10'b00_0011_1111;
							end
	 default:	begin
					state <= idle_1c;
					counter <= 8'b0000_0000;
					data_to_RAM1 <= 8'b0000_0000;
					address_out_RAM1 <= 8'b0000_0000;
					wren_to_RAM1 <= 1'b0;
					i_index_2b <= 9'b0_0000_0000;
					j_index_2b <= 8'b0000_0000;
					k_index_2b <= 6'b00_0000;
					address_ROM <= 5'b0_0000;
					address_out_RAM2 <= 5'b0_0000;
					data_to_RAM2 <= 8'b0000_0000;
					wren_to_RAM2 <= 1'b0;
					secret_key <= 24'b0000_0000_0000_0000_0000_0000;					
					end
	endcase
	end
endmodule

===== flow/run.sh =====
#!/bin/bash
# OpenROAD 26Q1-2900-gdf79404cd8, Yosys 0.63+post, stock flow scripts
make -C /OpenROAD-flow-scripts/flow DESIGN_CONFIG=/design/flow/config.mk WORK_HOME=/design/flow/orfs finish

===== flow/config.mk =====
export PLATFORM = sky130hd
export DESIGN_NAME = FSM_f
export DESIGN_NICKNAME = FSM_f
export VERILOG_FILES = /design/flow/design.v
export SDC_FILE = /design/flow/constraint.sdc
export NUM_CORES = 4
export LEC_CHECK = 1
export CORE_UTILIZATION = 40

===== flow/constraint.sdc =====
current_design FSM_f

set clk_period 5.5
set clk_io_pct 0.2

create_clock -name clk0 -period $clk_period [get_ports {clk}]

set non_clock_inputs [all_inputs -no_clocks]
set_input_delay [expr $clk_period * $clk_io_pct] -clock clk0 $non_clock_inputs
set_output_delay [expr $clk_period * $clk_io_pct] -clock clk0 [all_outputs]

==> Slide: Implementation Results <==
Flow Results at a Glance

Floorplanning
  – Die height: 168 um
  – Floorplan utilization: between 40% and 50%
  – Core Area: roughly 0.027 mm^2
  – # IOs: around 95
  – Chip area: 0.0282 mm^2
  – Num rows: 60
  – Die X: ~170 um

Routing
  – Total Wirelength: roughly 32 mm
  – Via count: 9029
  – Drt first pass iters: 6
  – Via density: approximately 5.8
  – Post-route DRC: 0
  – WL/cell: roughly 21 um
  – ANT nets after route: 0
  – Iteration-0 DRC Markers: 814
  – Diode count: 0

Clocking
  – CTS tree: yes
  – CTS max path bufs: 2
  – Post-CTS Hold Buffers: 0
  – Reg clk slew, reported paths: around 80 ps
  – TritonCTS buffer count: 17
  – H-Tree Depth: 4
  – Worst-Skew Late Latency: 440 ps
  – Post-cts resize count: 0
  – Root Buffer: clkbuf_16
  – Clock sink total: 175
  – Setup bufs post-CTS: 0

Place
  – Pre-CTS WS: around 1100 ps
  – GP Congestion: 0.980
  – Placed cells: 1531
  – Placed cell area: approximately 0.012 mm^2
  – Final HPWL DP: ~23 mm
  – Port bufs: ~94

Yosys
  – Post-synth regs: approximately 180
  – EDFF count, synth: 167
  – Yosys stat area: 0.0110 mm^2
  – Syn. warnings: 1
  – # Cells Yosys: around 1.1k
  – Post-Synthesis Cells: between 1k and 1.5k
  – Seq/Total Area, Yosys: about 47%
  – Netlist cell types: ~84
  – Cell type with the largest total area: edfxtp_1
  – Largest cells by area: edfxtp_1, nor2_1, ha_1
  – Syn Area/Cell: between 9 and 10 um^2
  – Main flop type: edfxtp_1
  – Area share, top type: between 40 and 50%
  – Synth Cell Area: between 0.01 and 0.015 mm^2
  – Post-synth ARST share: 0%

Global route
  – Number of global-route vias before repair: 8465
  – Initial antenna violation count: 0
  – M1 GR Usage: between 30% and 40%
  – GRT overflow: 0
  – First-pass GRT wire length: 49.9 mm
  – GRT Total Usage: between 20% and 30%
  – Largest net degree at the start of global routing: 42
  – Met3 usage: approximately 8%
  – Gr busiest metal: met1
  – GRT met2 Usage: a little over a third

Final timing
  – Max_slew headroom: 40.7%
  – Final setup margin: around 1000 ps
  – Clock skew: 16.9 ps
  – Cycle use final: between 80% and 90%
  – Final worst path period need: around 4500 ps
  – Final setup vio count: 0
  – Sum Neg Setup Slack: 0 ps
  – Slew @ Worst Pin: 883 ps
  – Final Hold Fails: 0
  – Fmax: 0.223 GHz
  – Final Slew Violations: 0
  – WHS: approximately 540 ps
  – RSZ-0062 raised after global routing: false

Worst hold path
  – Min-Delay Startpoint: saved_sj[7]$_DFFE_PP_
  – Hold Path Cell Cnt: 2
  – Hold crit path type: reg -> reg
  – WHS Endpoint: data_to_RAM1[7]$_DFFE_PP_

Finish
  – Storage cell area: 0.00517 mm^2
  – Final core utilization: between 40% and 50%
  – Most frequent logic cells in the routed design: edfxtp_1, nor2_1, nand2_1, clkdlybuf4s50_1, a21oi_1
  – Fin area: between 0.01 and 0.015 mm^2
  – Finished Layout Cells: 1563
  – Commonest Layout Cell: edfxtp_1
  – Share of cells above drive strength 1: 7.04%
  – Logic area: around 0.0053 mm^2
  – Fillers: around 2.5k
  – Area Overhead vs Synth: 17.2%

Setup path
  – Reg2reg end: key_mod[1]$_DFFE_PP_
  – CP Data Required Time: between 5000 and 6000 ps
  – CP endpoint kind: flip-flop
  – CP Launch Type: flip-flop
  – Worst EP arrival: ~4700 ps
  – Critical path peak fanout: 14
  – R2R Setup Slk: roughly 1000 ps
  – R2R Path Start: i_index[7]$_SDFFCE_PN0P_
  – FF-to-FF path depth: 16
  – WS Path Type: reg -> reg

Power and ir drop
  – IR drop worst, VDD: 0.000166 V
  – Pwr dens: about 220 mW/mm^2
  – Total Power: about 2.8 mW
  – Leakage power total: around 4.6 nW

Flow run
  – Max-capacitance violation count: 0
  – Tool Warnings: 32

Status
  – Status: completed
## routing by layer
layer  routed length (um)  up-vias  part of all wire, %
met5                    0        -                    0
met4                  664        0                  2.1
met3                 3520       52                   11
met2                14100      473                   44
met1                13800     4208                   43
li1                     -     4296                    -
## worst max path at each step
stage | from | to
final | i_index[7]$_SDFFCE_PN0P_ | key_mod[1]$_DFFE_PP_
after CTS | i_index[7]$_SDFFCE_PN0P_ | key_mod[1]$_DFFE_PP_
after global routing | i_index[7]$_SDFFCE_PN0P_ | key_mod[1]$_DFFE_PP_
## final cells by class
class	count	share of cell area (%)
Tap cell	341	3.31
Sequential cell	175	40.1
Timing Repair Buffer	126	9.16
Clock buffer	17	3.30
Inverter	41	1.19
Clock inverter	15	1.71
Multi-Input combinational cell	848	41.2
## cells in the mapped netlist (16+ instances only)
cell,number
nor2_1,148
edfxtp_1,167
clkbuf_1,37
nand4_1,19
ha_1,42
nand3_1,50
a21oi_1,74
xnor2_1,56
o21ai_0,55
nand2_1,115
xor2_1,32
and2_1,16
nor3_1,31
inv_1,39
## flip-flops by register name, summed over array words and instances (netlist names), 2 cells and up
| name | cells |
|---|---|
| LED | 2 |
| address_ROM | 5 |
| address_out_RAM1 | 8 |
| address_out_RAM2 | 5 |
| counter | 9 |
| counter3 | 6 |
| data_to_RAM1 | 8 |
| data_to_RAM2 | 8 |
| f | 8 |
| i_index | 9 |
| i_index_2b | 8 |
| j_index | 8 |
| j_index_2b | 8 |
| k_index_2b | 6 |
| key_mod | 3 |
| saved_si | 8 |
| saved_si_2b | 8 |
| saved_sisj_2b | 8 |
| saved_sj | 8 |
| saved_sj_2b | 8 |
| secret_key | 24 |
| state | 8 |
## report_power, final
part	total [mW]	internal (mW)	switching, mW
sequential	1.44	1.44	0
clock	1.29	0.641	0.647
combinational	0.0827	0.0426	0.0401
## critical path, stage by stage, from the launching register on
cell and delay (ps):
edfxtp_1 630, ha_1 460, or2b_1 260, a31oi_2 310
and2_1 410, o221ai_1 150, o21ai_0 120, o21ai_0 110
ha_1 240, a311oi_2 210, o2111ai_2 200, xnor2_1 200
ha_1 190, inv_1 80, nand4_1 90, a31oi_2 250
mux2_4 320
## logic make-up after synthesis
kind of cell / after synthesis / synth area share, %
xor+xnor: 89 / 7.15
buf+inv: 111 / 4.79
compound gates: 255 / 15.4
mux: 9 / 0.864
flops: 175 / 47.0
simple gates: 448 / 19.1
fa+ha+maj: 47 / 5.60
Power figures rest on the tool's default switching activity, not on a simulated workload.
